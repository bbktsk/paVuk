===== run.sh =====
#!/bin/bash
# OpenROAD 26Q1-2900-gdf79404cd8, Yosys 0.63+post, stock flow scripts
make -C /OpenROAD-flow-scripts/flow DESIGN_CONFIG=/design/flow/config.mk WORK_HOME=/design/flow/orfs finish

===== design.v =====
module blinky(input        clk_25mhz,
              input [6:0]  btn,
              output [7:0] led,
              output       wifi_gpio0);
   wire i_clk;
   assign wifi_gpio0 = 1'b1;
   assign i_clk = clk_25mhz;
   localparam ctr_width = 32;
   reg [ctr_width-1:0] ctr = 0;
   assign led[7] = ctr[0];
   assign led[6] = btn[1];
   assign led[5:0] = ctr[26:21];
   always @(posedge i_clk) begin
      ctr = ctr + 1;
   end
endmodule

===== config.mk =====
export PLATFORM = sky130hd
export DESIGN_NAME = blinky
export DESIGN_NICKNAME = blinky
export VERILOG_FILES = /design/flow/design.v
export SDC_FILE = /design/flow/constraint.sdc
export NUM_CORES = 4
export LEC_CHECK = 1
export CORE_AREA = 10 10 106 106
export DIE_AREA = 0 0 116 116

===== constraint.sdc =====
current_design blinky

set clk_period 6.0
set clk_io_pct 0.2

create_clock -name clk0 -period $clk_period [get_ports {clk_25mhz}]

set non_clock_inputs [all_inputs -no_clocks]
set_input_delay [expr $clk_period * $clk_io_pct] -clock clk0 $non_clock_inputs
set_output_delay [expr $clk_period * $clk_io_pct] -clock clk0 [all_outputs]

==> out/summary.txt <==
Clock sink count: 27
Top cells excl fill/tap: dfxtp_1, xor2_1, xnor2_1, nand3_1, nand2_1
Congestion Overflow GR: 0
Post-Layout Inst Area: 0.00129 sq mm
Unique cell types: 21
First-pass GRT wire length: 2890 um
Cells after Synth: 113
Clock Skew: 0.00956 ns
CTS-repair resized insts: 0
Crit start category: flip-flop
WP buf/inv: 1
Synth Cell Area: 0.00112 sq mm
Worst vdd ir: 0.0789 mV
Cell type with the largest total area: dfxtp_1
RSZ-0062 raised after global routing: no
Cell area leaders: dfxtp_1, xor2_1, xnor2_1
Worst slack at placement: 3.60 ns
Sum of negative setup slack: 0 ns
Vias in the first global route: 661
Init Core Util: 12.6%
Status: finished clean
Seq share, synth: 48.3%
H-Tree Depth: 1
Crit. End Element: output port
Final ANT Viol Nets: 0
DRT iter0 DRCs: 23
Top-area cell share: 48.3%
Worst Path Arrival: 1.21 ns
Fmax: 0.415 GHz
Cell area power density: 218 mW/mm^2
Ys cells: 113
Drt pass-1 iters: 4
Overall routing resource usage: 2.56%
Slew Viols, Final: 0
Initial antenna violation count: 0
WL/cell: 7.48 um
Worst slew margin: 64.2%
Total power: 0.282 mW
DP HPWL: 1280 um
Ys flops: 27
Routed vias: 692
Max reg flops: 27
Residual DRC count: 0
Yosys chip area: 0.00112 sq mm
Post-DP Area: 0.00124 sq mm
Antenna diode count: 0
Critical Path RT: 4.80 ns
Clock slew at reported path FFs: 0.10 ns
Core box area: 0.00885 sq mm
Slew @ Worst Pin: 0.533 ns
Die area: 0.0135 sq mm
Die span in x: 116 um
Crit path kind: reg2out
# setup viols final: 0
Cell family with most CP delay: buffers and inverters
Routed WL: 1660 um
Tool Warnings: 31
Synthesized area per cell: 9.90 sq um
Fin util: 14.6%
Cell chain of the critical path: clkdlybuf4s50_1
Area Overhead vs Synth: 15.7%
Input/output buffers: 7
Maximum root-to-sink buffer count: 2
Final WS setup: 3.59 ns
GPL Wtd Cong: 0.745
Max-cap violations: 0
Die Y-Extent: 116 um
Class of the tightest hold or removal check: reg2reg
Largest net degree at the start of global routing: 17
Crit share post-route: 40.2%
CP max stage cell: clkdlybuf4s50_1
Layout cell share with drive strength beyond 1: 6.14%
Syn. warnings: 1
Pleak: 0.470 nW
Vias per inst: 3.12
CTS tree: done
Largest stage delay, worst path: 0.52 ns
CP max FO: 5
Dominant logic cell type in the layout: dfxtp_1
# rows: 34
Total CTS buffers: 3
Min cycle time layout: 2.41 ns
Num ports: 17
Setup bufs post-CTS: 0
CTS root buf: clkbuf_8
Skew-Pair Late Insertion Delay: 0.27 ns
Hold_buf cts: 0
Fin. Hold Viols: 0
-- path summary, 6_finish.rpt --
kind                            startpoint  cells past startpoint  slack (ns)      end
worst max-delay path               ctr[21]                      1        3.59   led[0]
worst min-delay path                ctr[0]                      1        0.43   ctr[0]
worst max register to register      ctr[0]                      5        4.35  ctr[22]
worst min register to register      ctr[0]                      1        0.43   ctr[0]
-- cells in the mapped netlist --
library cell and instances:
buf_4 9, nand2b_1 1, nand2_1 9, nand4_1 4
and4_1 1, buf_6 1, nor4_2 2, inv_1 2
dfxtp_1 27, xor2_1 14, nor2_1 7, nand3_1 10
conb_1 1, nor4_1 3, xnor2_1 11, or2_0 1
and3_1 1, ha_1 1, nor3_1 5, nand4_2 1
or2_1 2
-- routing by layer --
layer | routed length, um | track usage, % | up-vias
met3 | 116 | 1.26 | 2
met1 | 872 | 3.43 | 313
met2 | 659 | 3.83 | 8
met4 | 12 | 0.167 | 0
li1 | - | - | 369
met5 | 0 | 0 | -
-- stage by stage --
stage / instances / hold WS (ns)
floorplan: 113 / 0.383
detailed placement: 218 / 0.405
global placement: 218 / 0.401
finish: 222 / 0.431
CTS: 222 / 0.429
global route: 222 / 0.442
-- logic make-up after synthesis --
logic type | after synthesis | synth area share, %
xor+xnor | 25 | 19.6
fa+ha+maj | 1 | 1.12
buf+inv | 12 | 7.72
flops | 27 | 48.3
other cells | 1 | 0.335
simple gates | 47 | 22.9
-- power by group --
group / internal [mW] / total (mW) / switching [mW] / leakage [nW]
logic: 0 / 0.0000299 / 0.0000297 / 0.231
registers: 0.179 / 0.179 / 0 / 0.217
clock network: 0.0470 / 0.103 / 0.0556 / 0.0217
-- layout make-up --
type | instances | area (sq um)
Timing Repair Buffer | 7 | 70.1
Tap cell | 108 | 135
Clock buffer | 3 | 41.3
Fill cell | 991 | 7550
Multi-Input combinational cell | 74 | 492
Inverter | 2 | 7.51
Clock inverter | 1 | 7.51
Sequential cell | 27 | 541
Power and IR drop assume default switching activity.
