`design/flow/design.v`:
```
module ProgramCounter(input [1:0] mode,
                      input [31:0]          update,
                      input                  update_en,
                      output reg [31:0]     current,
                      output [31:0]         next,
                      input                  clk
                      );
   assign next = current + 4;
   initial begin
      current = 0;
   end
   always @(posedge clk) begin
      if (update_en) begin
         case (mode)
           1: current <= next;
           3: current <= current + update;
           2: current <= update;
           default: current <= current;   
         endcase  
      end
   end
endmodule  
module ROM #(parameter content = "sumseq20.mem")
   (input [31:0]      addr,
    output reg [31:0] data);
   reg [31:0] rom[256];
   initial begin
      $readmemh(content, rom);
   end
   always @(*) data = rom[{addr[9:2]}];
endmodule
module Decoder(input [31:0]               inst,
               output wire [3:0] alu_op,
               output reg                  is_cond,
               output wire [4:0]      rs1,
               output wire [4:0]      rs2,
               output wire [4:0]      rd,
               output wire [31:0]         imm,
               output reg                  op2_is_imm,
               output reg [31:0]          pc_update,
               output reg [1:0] pc_mode_if_taken,
               output reg                  act_write_reg,
               output reg                  act_ecall,
               output reg                  exc
               );
   reg rs1_use_override;
   reg [4:0] rs1_override;
   assign rs1 = rs1_use_override ? rs1_override : inst[19:15];
   assign rs2 = inst[24:20];
   assign rd = inst[11:7];
   assign imm = {{20{inst[31]}}, inst[31:20]};  
   wire [6:0] opcode;
   wire [6:0] funct7;
   wire [2:0] funct3;
   assign opcode = inst[6:0];
   assign funct7 = inst[31:25];
   assign funct3 = inst[14:12];
   wire [3-1:0] alu_op_low;
   reg                    alu_op_high;
   assign alu_op = {alu_op_high, alu_op_low};
   assign alu_op_low = inst[14:12];
   wire valid_r;
   assign valid_r = (opcode == 7'b0110011
                     && (funct7 == 7'b0000000
                         || (funct7 == 7'b0100000 & (funct3 == 3'b000 || funct3 == 3'b101))));
   wire valid_i;
   assign valid_i = (opcode == 7'b0010011
                     && ((funct3 != 3'b001 && funct3 != 3'b101)
                         || (funct3 == 3'b001 && funct7 == 7'b0000000)
                         || (funct3 == 3'b101 && funct7 == 7'b0000000 )
                         || (funct3 == 3'b101 && funct7 == 7'b0100000)));
   wire valid_b;
   assign valid_b = (opcode == 7'b1100011
                     && funct3 != 3'b010 && funct3 != 3'b011);
   wire valid_e;
   assign valid_e = (inst == 32'b000000000000_00000_000_00000_1110011);  
   always @(*) begin
      exc = 0;
      rs1_use_override = 0;
      rs1_override = 0;
      alu_op_high = 0;
      is_cond = 0;
      pc_mode_if_taken = 1;
      is_cond = 0;
      op2_is_imm = 0;
      pc_update = 0;
      act_write_reg = 0;
      act_ecall = 0;
      case (opcode)
        7'b1100011: begin
           is_cond = 1;
           pc_mode_if_taken = 3;
           is_cond = 1;
           pc_update = {{19{inst[31]}},inst[31],inst[7],inst[30:25],inst[11:8],1'b0};
           exc = ~valid_b;
        end
        7'b0010011: begin
           op2_is_imm = 1;
           if (funct3 == 3'b101)
             alu_op_high = inst[30];  
           act_write_reg = 1;
           exc = ~valid_i;
        end
        7'b0110011: begin
           alu_op_high = inst[30];
           act_write_reg = 1;
           exc = ~valid_r;
        end
        7'b1110011: begin
           if (inst == 'h00000073) begin
              rs1_override = 10;
              rs1_use_override = 1;
              act_ecall = 1;
           end
           exc = ~valid_e;
        end
        default: exc = 1;
      endcase  
   end
endmodule
module Registers(input [4:0]   rd_addr1,
                 output reg [31:0] rd_data1,
                 input [4:0]   rd_addr2,
                 output reg [31:0] rd_data2,
                 input [4:0]   wr_addr,
                 input [31:0]      wr_data,
                 input              wr_en,
                 input              clk
                 );
   reg [31:0] regs [31:0];
   initial begin
      rd_data1 = 0;
      rd_data2 = 0;
      for (integer i = 0; i < 32; i = i+1)
        regs[i] = 0;
    end
   always @(*) begin
      rd_data1 = regs[rd_addr1];
      rd_data2 = regs[rd_addr2];
   end
   always @(posedge clk) begin
      if (wr_en && wr_addr != 0)
        regs[wr_addr] <= wr_data;
   end
endmodule
module ALU(input [31:0]         op1,
           input [31:0]         op2,
           input                 is_cond,
           input [3:0] op,
           output reg [31:0]    result);
   always @(*) begin
      if (is_cond) begin
        result[31:1] = 0;
        case (op)
          4'b0000: result[0] = op1 == op2;
          4'b0001: result[0] = op1 != op2;
          4'b0100: result[0] = $signed(op1) < $signed(op2);
          4'b0101: result[0] = $signed(op1) >= $signed(op2);
          4'b0110: result[0] = op1 < op2;
          4'b0111: result[0] = op1 >= op2;
          default: result = 'hbaddcafe;
        endcase  
      end else
        case (op)
          4'b0000:  result = op1 + op2;
          4'b1000:  result = op1 - op2;
          4'b0001:  result = op1 << op2[4:0];
          4'b0010:  result = {{(32-1){1'b0}}, $signed(op1) < $signed(op2)};
          4'b0011: result = {{(32-1){1'b0}}, op1 < op2};
          4'b0100:  result = op1 ^ op2;
          4'b0101:  result = op1 >> op2[4:0];
          4'b1101:  result = $signed(op1) >>> op2[4:0];
          4'b0110:   result = op1 | op2;
          4'b0111:  result = op1 & op2;
        default:     result = 'hdeadbeef;
        endcase  
   end
endmodule
module Button(input button,
              output reg pressed,
              output reg pulse,
              input clk
              );
   reg [2-1:0] stages = 0;
   reg                   sync_button;
   reg [19-1:0] debounce_timer = 0;
   reg                     pulsed = 0;
   always @(posedge clk) begin
      stages <= {stages[2-2:0], button};
      sync_button <= stages[2 - 1];
      pulse <= 0;
      pressed <= 0;
      if (sync_button) begin
         if (debounce_timer == 50000) begin
            pressed <= 1;
            if (!pulsed) begin
               pulse <= 1;
               pulsed <= 1;
            end
         end else begin
            debounce_timer <= debounce_timer + 1;
         end
      end else begin
         debounce_timer <= 0;
         pulsed <= 0;
      end
   end
endmodule
module PaVuk #(parameter rom_content = "sumseq20.mem")
   (input              clk,
    input              run,
    output reg [31:0] result);
   wire [31:0] inst;
   wire [31:0] pc_current;
   wire [4:0] rs1;
   wire [4:0] rs2;
   wire [4:0] rd;
   wire            is_cond;
   wire [3:0] alu_op;
   wire [31:0]         alu_op1;
   wire [31:0]         alu_op2;
   wire [31:0]         alu_op2_reg;
   wire [31:0]         alu_op2_imm;
   wire [31:0]         alu_result;
   wire                 op2_is_imm;
   wire [31:0]         pc_update;
   wire [1:0] pc_mode;
   wire [1:0] pc_mode_if_taken;
   wire                  act_write_reg;
   wire                  act_ecall;
   wire                  pc_update_en;
   wire                  reg_wr_en;
   wire                  ecall_en;
   assign pc_mode = (is_cond & !alu_result[0]) ? 1 : pc_mode_if_taken;
   assign alu_op2 = op2_is_imm ? alu_op2_imm : alu_op2_reg;
   assign reg_wr_en = run && act_write_reg;
   assign pc_update_en = run;
   assign ecall_en = run && act_ecall;
   ProgramCounter pc(.current(pc_current),
                     .update(pc_update),
                     .mode(pc_mode),
                     .update_en(pc_update_en),
                     .clk(clk));
   ROM #(.content(rom_content)) rom
     (.addr(pc_current),
      .data(inst));
   Decoder decoder(.inst(inst),
                   .rs1(rs1),
                   .rs2(rs2),
                   .rd(rd),
                   .op2_is_imm(op2_is_imm),
                   .imm(alu_op2_imm),
                   .act_write_reg(act_write_reg),
                   .is_cond(is_cond),
                   .alu_op(alu_op),
                   .pc_update(pc_update),
                   .pc_mode_if_taken(pc_mode_if_taken),
                   .act_ecall(act_ecall));
   Registers regs(.rd_addr1(rs1),
                  .rd_data1(alu_op1),
                  .rd_addr2(rs2),
                  .rd_data2(alu_op2_reg),
                  .wr_addr(rd),
                  .wr_data(alu_result),
                  .wr_en(reg_wr_en),
                  .clk(clk));
   ALU alu(.op1(alu_op1),
           .op2(alu_op2),
           .is_cond(is_cond),
           .op(alu_op),
           .result(alu_result));
   initial begin
      result = 0;
   end
   always @(posedge clk) begin
      if (ecall_en)
        result <= alu_result;
   end
endmodule
module ItsAlive(input        clk_25mhz,
                input [6:0]  btn,
                output [7:0] led,
                output       wifi_gpio0);
   assign wifi_gpio0 = 1'b1;
   wire run;
   wire [31:0] result;
   wire [7:0]   result_low;
   assign result_low = result[7:0];
   assign led = result_low;
   Button button_run(.button(btn[1]),
                     .pressed(run),
                     .clk(clk_25mhz));
   PaVuk #(.rom_content("../../test/sumseq20.mem"))
   cpu (.clk(clk_25mhz),
        .run(run),
        .result(result));
endmodule
module PCOnULX3S(input            clk_25mhz,
                 input [6:0]      btn,
                 input [3:0]      sw,
                 output reg [7:0] led,
                 output           wifi_gpio0);
   assign wifi_gpio0 = 1'b1;
   wire [31:0] current;
   reg [1:0] mode;
   reg [31:0]          update;
   reg                  update_en;
   Button button(.clk(clk_25mhz),
                 .button(btn[1]),
                 .pulse(update_en));
   ProgramCounter pc(.clk(clk_25mhz),
                     .current(current),
                     .mode(mode),
                     .update(update),
                     .update_en(update_en)
                     );
   assign mode = btn[5:4];
   assign update = {28'b0,sw[3:0]};
   always @(*) begin
      led = current[7:0];
   end
endmodule
```
`design/flow/run.sh`:
```
#!/bin/bash
# OpenROAD 26Q1-2900-gdf79404cd8, Yosys 0.63+post, stock flow scripts
make -C /OpenROAD-flow-scripts/flow DESIGN_CONFIG=/design/flow/config.mk WORK_HOME=/design/flow/orfs finish
```
`design/flow/config.mk`:
```
export PLATFORM = sky130hd
export DESIGN_NAME = PCOnULX3S
export DESIGN_NICKNAME = PCOnULX3S
export VERILOG_FILES = /design/flow/design.v
export SDC_FILE = /design/flow/constraint.sdc
export NUM_CORES = 4
export LEC_CHECK = 1
export CORE_AREA = 10 10 102 102
export DIE_AREA = 0 0 112 112
```
`design/flow/constraint.sdc`:
```
current_design PCOnULX3S

set clk_period 2.8
set clk_io_pct 0.2

create_clock -name clk0 -period $clk_period [get_ports {clk_25mhz}]

set non_clock_inputs [all_inputs -no_clocks]
set_input_delay [expr $clk_period * $clk_io_pct] -clock clk0 $non_clock_inputs
set_output_delay [expr $clk_period * $clk_io_pct] -clock clk0 [all_outputs]
```
==> impl_metrics.env <==
# yosys + openroad results
export IMPL_grt_pass1_vias=1305
export IMPL_diodes=0
export IMPL_status="completed"
export IMPL_path_clk_slew_ns=0.07
export IMPL_ios=21
export IMPL_rsz0062_at_grt="false"
export IMPL_drv_slew=0
export IMPL_hpwl_um=2330
export IMPL_grt_ovfl_total=0
export IMPL_routed_via_density=4.44
export IMPL_synth_area_mm2=0.00177
export IMPL_worst_path_max_fanout=4
export IMPL_yosys_area_mm2=0.00177
export IMPL_dpl_cell_count=303
export IMPL_grtUsageMet3=0.0185
export IMPL_place_congestion=0.810
export IMPL_top_cell_area_share=0.271
export IMPL_startpoint_type="primary input"
export IMPL_die_h_um=112
export IMPL_die_area_mm2=0.0125
export IMPL_num_rows=33
export IMPL_cts_buffers=5
export IMPL_syn_to_final_growth_pct=20.4
export IMPL_tns_ns=0
export IMPL_crit_arrival_ns=2.34
export IMPL_combGateArea_um2=973
export IMPL_slew_headroom=0.536
export IMPL_root_buffer="clkbuf_8"
export IMPL_max_cap_violations=0
export IMPL_finalSetupViolCount=0
export IMPL_path_class="primary input to flop"
export IMPL_synth_avg_cell_area_um2=9.32
export IMPL_routedWlPerCell_um=10.7
export IMPL_cts_path_max_buffers=2
export IMPL_top_usage_layer="met2"
export IMPL_fp_util=0.215
export IMPL_coreArea_mm2=0.00822
export IMPL_synth_seq_cells=32
export IMPL_mostFrequentLayoutCell="dfxtp_1"
export IMPL_layout_top_cells="dfxtp_1, clkdlybuf4s50_1, inv_1, nand2_1, and2_1"
export IMPL_cp_required_ns=2.83
export IMPL_synthCells=190
export IMPL_drt_iter0_drc=63
export IMPL_ctsHtreeMaxLevel=2
export IMPL_worst_pin_slew_ns=0.695
export IMPL_cts_setup_buffers=0
export IMPL_layoutNonFillerInstCount=311
export IMPL_clk_latency_ns=0.28
export IMPL_fin_crit_ns=2.31
export IMPL_totalWireLength_um=3330
export IMPL_async_flop_share=0
export IMPL_hold_path_class="flop to flop"
export IMPL_cts_hold_buf=0
export IMPL_num_vias=1381
export IMPL_layout_drive_gt1_share=0.0680
export IMPL_final_util=0.259
export IMPL_grt_pass1_wl_um=6020
export IMPL_fin_crit_sh=0.825
export IMPL_dr_pass1_iters=4
export IMPL_drc=0
export IMPL_cts_resized=0
export IMPL_yosys_top_cells_area="dfxtp_1, edfxtp_1, ha_1"
export IMPL_tritoncts="yes"
export IMPL_total_power_uw=975
export IMPL_pwr_density_cell_mw_per_mm2=457
export IMPL_cts_sinks=32
export IMPL_ant_nets=0
export IMPL_fmax_mhz=433
export IMPL_seqCellArea_um2=721
export IMPL_hold_viol_final=0
export IMPL_synth_cell_types=49
export IMPL_nFillCells=862
export IMPL_chipWidth_um=112
export IMPL_use_met1=0.0752
export IMPL_io_buffers=15
export IMPL_ys_seq_share=0.407
export IMPL_antenna_found_initial=0
export IMPL_ys_flop_type="dfxtp_1"
export IMPL_grtUsageTotal=0.0535
export IMPL_final_setup_skew_ns=0.00620
export IMPL_ir_drop_mv=0.150
export IMPL_yosysTopAreaCell="dfxtp_1"
export IMPL_ys_cells=190
export IMPL_synth_warning_count=5
export IMPL_edf_count=8
export IMPL_grt_use_met2=0.0796
export IMPL_critPathCaptureType="flop"
export IMPL_log_warning_count=30
export IMPL_leakage_nw=0.796
export IMPL_grt_max_degree=25
per-stage QoR:
step           worst slack, ns  instance area, um^2  hold WS, ns
6_report                 0.491                 2130        0.328
5_1_grt                  0.328                 2130        0.350
4_1_cts                  0.496                 2130        0.328
3_5_place_dp             0.215                 2020        0.312
3_3_place_gp             0.208                 2020        0.310
2_1_floorplan            0.797                 1770        0.310
registers in the layout, indices dropped and copies added, names as in the netlist:
name,count
button.pulsed,1
button.debounce_timer,19
button.pulse,1
button.sync_button,1
pc.current,8
button.stages,2
kinds of logic after synthesis:
kind of cell,Yosys count,share of synthesized area
buf+inv,19,0.0431
compound gates,37,0.150
fa+ha+maj,8,0.0608
simple gates,77,0.254
mux,6,0.0339
other cells,1,0.00212
flops,32,0.407
xor+xnor,10,0.0495
cells in the mapped netlist (4+ instances only):
library cell and number:
and2_1 10, clkbuf_1 4, dfxtp_1 24, edfxtp_1 8, ha_1 7, inv_1 11, mux2i_1 6, nand2_1 11
nand2b_1 4, nand3_1 9, nand4_1 5, nor2_1 9, nor3_1 4, nor4_1 6, o21a_1 4, o21ai_0 8
xnor2_1 4, xor2_1 6
where the power goes:
group	internal (mW)	switching (mW)	leakage, nW
combinational	0.0307	0.0275	0.474
clock	0.264	0.164	0.0552
sequential	0.479	0.0103	0.267
total	0.773	0.202	0.796
path summary, 6_finish.rpt:
check,start,to,slack [ns],cells past startpoint
min reg2reg,button.stages[0],button.stages[1],0.33,0
max,sw[0],pc.current[6],0.49,8
min,button.stages[0],button.stages[1],0.33,0
max reg2reg,pc.current[2],pc.current[7],0.78,5
area by class of cell:
cell class | instances | share of cell area
Sequential cell | 32 | 0.338
Clock inverter | 2 | 0.0164
Multi-Input combinational cell | 139 | 0.457
Clock buffer | 6 | 0.0340
Timing Repair Buffer | 16 | 0.0739
Tap cell | 105 | 0.0616
Inverter | 11 | 0.0194
routing by layer:
layer | wire length, um | vias to the layer above
met2 | 1330 | 33
met3 | 224 | 5
met5 | 0 | -
met4 | 35 | 0
met1 | 1740 | 621
li1 | - | 722
critical path, stage by stage:
cell and delay [ns]:
clkdlybuf4s50_1 0.48, ha_1 0.17, inv_1 0.05, fa_1 0.37, nor2b_1 0.15, o21ai_0 0.19
a211oi_1 0.29, nor3b_1 0.07
No activity file was given, so power comes from the tool's default toggle rates.
